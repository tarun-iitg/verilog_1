<file path="design/flow/config.mk">
export PLATFORM = sky130hd
export DESIGN_NAME = Mul_datapath
export DESIGN_NICKNAME = Mul_datapath
export VERILOG_FILES = /design/flow/design.v
export SDC_FILE = /design/flow/constraint.sdc
export NUM_CORES = 4
export LEC_CHECK = 1
export CORE_UTILIZATION = 40
</file>
<file path="design/flow/constraint.sdc">
current_design Mul_datapath

set clk_period 10.0
set clk_io_pct 0.2

create_clock -name clk0 -period $clk_period [get_ports {clk}]

set non_clock_inputs [all_inputs -no_clocks]
set_input_delay [expr $clk_period * $clk_io_pct] -clock clk0 $non_clock_inputs
set_output_delay [expr $clk_period * $clk_io_pct] -clock clk0 [all_outputs]
</file>
<file path="design/flow/design.v">
module Mul_datapath(result,eqz,data_in,ldA,ldB,ldP,clrP,decB,clk);
   input ldA,ldB,ldP,clrP,decB,clk;
   input [15:0] data_in;
   output 	eqz;
   output  reg [15:0] result;
   wire [15:0] 	 x,y,z,Bout,Bus ;  
   PIPO_r A(x,Bus,ldA,clk);
   PIPO_p P(y,z,ldP,clrP,clk);
   ADDER AD(z,x,y);
   DEC_B DB(Bout,Bus,ldB,decB,clk);
   COMP  CP(eqz,Bout);
always@(eqz ) begin
   result<=eqz ? y : 16'bx ; end
   assign Bus = data_in ;
endmodule  
module controller(done,ldA,ldB,ldP,clrP,decB,start,data_in,eqz,clk);
   input start,eqz,clk;
   input [15:0] data_in;
   output reg ldA,ldB,ldP,clrP,decB,done;
   parameter s0=3'b000 , s1=3'b001 ,s2=3'b010 ,s3=3'b011 ,s4=3'b100 ;
   reg [2:0]state ;
   always@(posedge clk)
     case (state)
       s0 : state<= start ? s1 : s0 ;
       s1 : state<=s2;
       s2 : state<=s3;
       s3 : state<= eqz ? s4 : s3 ;
       s4 : state<=s4;
       default: state<=s0 ;
    endcase
 always@(state)
case (state)
  s0 :  {done,ldA,ldB,ldP,clrP,decB}=0 ;
  s1 : begin    {done,ldB,ldP,clrP,decB}=0 ; ldA=1 ;end
  s2 : begin     {done,ldA,ldP,decB}=0 ; ldB=1; clrP=1 ;end
  s3 : begin  {done,ldA,ldB,clrP}=0 ; ldP=1; decB=1; end
  s4 : begin  {ldA,ldB,ldP,clrP,decB}=0 ; done=1; end
  default :  {done,ldA,ldB,ldP,clrP,decB}=0 ;
endcase  
endmodule  
module PIPO_r(out,in,ld,clk);
   input  [15:0] in;
   input  ld, clk;
   output reg [15:0] out;
   always @ ( posedge clk ) begin
      if(ld==1) out<=in ;
   end
endmodule  
module PIPO_p(out,in,ld,clr,clk);
   input  [15:0] in;
   input  ld, clk,clr;
   output reg [15:0] out;
   always @ ( posedge clk ) begin
      case(1'b1)
	clr : out<=0 ;
	ld : out<=in ;
	endcase
   end
endmodule  
module ADDER (out,in1,in2 ) ;
   input [15:0]in1,in2;
   output [15:0] out;
   assign out = in1+in2;
endmodule  
module DEC_B(out,in,ld,en,clk ) ;
   input  [15:0] in;
   input  ld, clk, en;
   output reg [15:0] out;
   always@(posedge clk)
   case (1'b1)
     ld : out<=in ;
     en : out<=out ? out-1: out;
     default :out<=out;
   endcase  
endmodule  
module COMP (out,in ) ;
   input [15:0]in ;
   output      out ;
   assign out= in ? 0 :1 ;
endmodule  
</file>
<file path="design/flow/run.sh">
#!/bin/bash
# OpenROAD 26Q1-2900-gdf79404cd8, Yosys 0.63+post, stock flow scripts
make -C /OpenROAD-flow-scripts/flow DESIGN_CONFIG=/design/flow/config.mk WORK_HOME=/design/flow/orfs finish
</file>
==> impl_metrics.ini <==
; generated from flow reports
[place]
place_congestion = 0.844
place_ws_ns = 5.70
place_hpwl_um = 3950
dp.cells = 387
numPortBuffers = 38

[power]
power_density_nw_per_um2 = 171
p_total_mw = 0.570
vdd.ir_drop.worst_uv = 75.0
p_leak_nw = 1.26

[drt]
num_vias = 2075
drtAntennaViolNets = 0
drt_first_pass_iters = 5
diodes = 0
drc = 0
vias_per_cell = 5.25
wl_per_cell_um = 13.2
wl_um = 5230
first_iter_violations = 68

[cells_and_area]
final_cell_mix = clkdlybuf4s50_1, nand2_1, edfxtp_1
lay_top_count = clkdlybuf4s50_1
syn2layout_area_growth_pct = 21.0
layout-drive-gt1-share_pct = 6.29
layout.cells.non_filler = 395

[floorplan]
core_um2 = 6490
die_x_um = 85.1
rows = 29
fp_util_pct = 42.5
dieArea_um2 = 7240
ios = 39
dieHeight_um = 85.1

[sta]
fmax_mhz = 215
fin_ws_ns = 5.36
period_needed_ns = 4.64
clock_skew_ns = 0.00543
finalSetupViolCount = 0
finalClockPeriodUsage_pct = 46.4
worstMarginPinSlew_ns = 0.644
whs_ns = 0.486
maxSlewViolCount = 0
relSlewSlack_pct = 57.0
rsz0062_at_grt = no
setup_tns_ns = 0
hold_viol = 0

[setup_path]
path_max_fanout = 4
cp-start-kind = register
critical_path_required_ns = 8.00
rrSetupSlack_ns = 7.50
crit_arrival_ns = 2.64
path_class = reg2out
end_kind = primary output

[clock_tree]
numCtsBuffers = 5
cts_setup_buffers = 0
cts_tree = built
clk_pin_slew_ns = 0.10
worstSkewPairLatency_ns = 0.30
clockRootBuffer = clkbuf_8
cts-htree-levels = 2
clockBufferDepth = 2
cts_resized = 0
clock-sinks = 48
cts_hold_buf = 0

[global_route]
track_usage_pct = 16.4
antenna_found_initial = 0
grt_overflow = 0
grt_pass1_vias = 1951
grt_max_degree = 30
grt_pass1_wl_um = 9070

[logic_synthesis]
edf_count = 32
numSynthFlops = 48
synth_warnings = 4
ys_chip_area_um2 = 2760
synth_cell_types = 50
top_area_cell = edfxtp_1
avgSynthCellArea_um2 = 9.89
synth_stat.cells = 279
netlist.area_leader.share_pct = 34.8
top_cells_by_area = edfxtp_1, dfxtp_1, ha_1
flop_cell = edfxtp_1
async_reset_ff_share_pct = 0
synth_seq_share_pct = 46.4
netlist_instances = 279
syn_area_um2 = 2760

[run]
max_cap_violations = 0
warnings = 25

[outcome]
outcome = complete, no violations

[min_path]
hold_class = reg2reg
==> critical path, stage by stage (launching register included) <==
cell and delay (ns):
edfxtp_1 0.45, nor4_1 0.37, nand2_1 0.19, or4_4 0.53, nor3_1 0.29, clkdlybuf4s50_1 0.52
==> registers in the layout, indices dropped and copies added (netlist names) <==
name,count
A.out,16
DB.out,16
P.out,16
==> layout make-up <==
type                       instances  area (um2)
fill                             585        3150
timing repair buffer              42         410
clock inverter                     3        46.3
tap                               77        96.3
inverter                           6        22.5
multi-input combinational        214        1420
clock buffer                       5        68.8
sequential                        48        1280
==> cells by family after synthesis <==
| group | count (synthesis) | synth area share (%) |
|---|---|---|
| flops | 48 | 46.4 |
| xor+xnor | 20 | 6.35 |
| compound gates | 63 | 14.5 |
| fa+ha+maj | 17 | 7.98 |
| buf+inv | 17 | 2.31 |
| simple gates | 105 | 19.1 |
| mux | 9 | 3.35 |
==> path summary, 6_finish.rpt <==
check	from	endpoint	cells after the start
worst min register to register	P.out[12]$_SDFFE_PP0P_	P.out[12]$_SDFFE_PP0P_	2
worst min-delay path	P.out[12]$_SDFFE_PP0P_	P.out[12]$_SDFFE_PP0P_	2
worst max-delay path	DB.out[2]$_DFFE_PP_	eqz	5
worst max register to register	A.out[12]$_DFFE_PP_	P.out[15]$_SDFFE_PP0P_	7
==> metal layers <==
layer	up-vias	wire length (um)	global-route usage (%)
met5	-	0	0
met1	935	2590	26.3
li1	1097	-	-
met3	4	205	3.85
met2	39	2390	24.9
met4	0	38	1.54
==> where the power goes <==
part / internal (mW) / total [mW] / switching (mW)
clock network: 0.0754 / 0.144 / 0.0691
logic: 0.0869 / 0.167 / 0.0799
registers: 0.239 / 0.258 / 0.0189
total: 0.402 / 0.570 / 0.168
==> cell usage after synthesis, types with 4 or more instances <==
master	instances
a21oi_1	13
a31oi_1	4
and2_1	4
clkbuf_1	10
dfxtp_1	16
edfxtp_1	32
ha_1	16
inv_1	6
mux2i_1	7
nand2_1	34
nand2b_1	4
nand3_1	6
nor2_1	25
nor3_1	7
nor3b_1	5
o21ai_0	22
or3_1	4
xnor2_1	14
xor2_1	6
==> stage by stage <==
step,util (%),cell area (um2)
floorplan,-,2760
global placement,49.7,3230
detailed placement,49.7,3230
CTS,51.4,3340
global route,51.4,3340
finish,51.4,3340
Power is estimated from default activity; no workload was simulated.
