### ./design.v
module flo_64multiplier (result,a,b ) ;
   output reg  [63:0] result;
   input  [63:0] a, b;
   reg 		 a_S,b_S;
   reg [10:0] 	 a_E,b_E;
   reg [51:0] 	 a_F,b_F;
   always@(a,b)
     begin
	a_S=a[63];
	b_S=b[63];
	a_E=a[62:52];
	b_E=b[62:52];
	a_F=a[51:0];
	b_F=b[51:0];
     end
   always@(a,b)
     begin
	result[63]=a_S^b_S;
	result[62:52]=a_E+b_E-1023 ;
     end
   reg [105:0] ex_mul ;
   reg 	      error ;
   always@(a,b)
     begin
     ex_mul={1'b1,a_F}*{1'b1,b_F};
	error=ex_mul[23] ? 1'b1 : 1'b0 ;
	result[51:0]=ex_mul[103:52];
     end
endmodule  
### ./run.sh
#!/bin/bash
# OpenROAD 26Q1-2900-gdf79404cd8, Yosys 0.63+post, stock flow scripts
make -C /OpenROAD-flow-scripts/flow DESIGN_CONFIG=/design/flow/config.mk WORK_HOME=/design/flow/orfs finish
### ./config.mk
export PLATFORM = sky130hd
export DESIGN_NAME = flo_64multiplier
export DESIGN_NICKNAME = flo_64multiplier
export VERILOG_FILES = /design/flow/design.v
export SDC_FILE = /design/flow/constraint.sdc
export NUM_CORES = 4
export LEC_CHECK = 1
export CORE_UTILIZATION = 40
### ./constraint.sdc
current_design flo_64multiplier

set clk_period 20.9
set clk_io_pct 0.2

create_clock -name clk0 -period $clk_period

set non_clock_inputs [all_inputs -no_clocks]
set_input_delay [expr $clk_period * $clk_io_pct] -clock clk0 $non_clock_inputs
set_output_delay [expr $clk_period * $clk_io_pct] -clock clk0 [all_outputs]
==> flow_summary.toml <==
# flow metrics
[global_route]
grt_pass1_wl_um = 458000
grt_use_total = 0.309
overflow = 0
antenna_found_initial = 20
grt_pass1_vias = 72800
grt_max_degree = 54

[setup_path]
cp_slowest_cell = "clkdlybuf4s50_1"
crit_top_cell = "fa_1"
end_kind = "output port"
cp_max_fo = 22
cp.required_ns = 16.72
critical-path-max-stage-delay_ns = 0.93
path_buffers = 8
critPathKind = "input port to output port"
crit_family = "adder cells"
cp-start-kind = "input port"
worst_ep_arrival_time_ns = 14.94

[layout]
syn_to_final_growth_pct = 4.88
fill_cells = 20700
nClkBuffers = 0
layout-drive-gt1-share = 0.0329
seqCellArea_um2 = 0
seq_cell_count = 0

[logic_synthesis]
ys_types = 70
syn_area_mm2 = 0.0865
syn_avg_cell_area_um2 = 8.92
yosys-stat-area_mm2 = 0.0865
ys_cells = 9694
yosys_warnings = 1
synth_seq_share = 0
syn_inst = 9694

[drt]
drc_errors = 0
wirelength_um = 298000
vias_per_cell = 5.15
firstDrtPassIters = 8
wire_per_inst_um = 24.2
antenna_left = 0
drtIter0Drc = 2608
vias = 63500

[floorplanning]
ios = 192
die_h_um = 467
die_area_mm2 = 0.218
row_count = 170
die_w_um = 467
initial_core_util = 0.403
core-area_mm2 = 0.215

[pwr]
finalPower_mw = 92.2
p_per_area_mw_per_mm2 = 1020
power.switching_mw = 56.0
sw_frac_of_total = 0.608
leakage_nw = 46.6
internal-power_mw = 36.2
vdd_drop_max_v = 0.00445

[clock_network]
cts_setup_buffers = 0
cts_resized = 0
holdBufCountCts = 0

[placement]
dp.final_hpwl_um = 240000
place_congestion = 1.05
place.port_buffers = 192

[run]
cap_violations = 0
warnings = 38

[status]
status = "completed"

[sta]
hold_viol = 0
post-route-min-period_ns = 19.12
relSlewSlack = 0.221
worst_pin_slew_ns = 1.15
setup_tns_ns = 0
setup_viol = 0
fmax_mhz = 52.3
post-route-period-util = 0.915
rsz0062_at_grt = "false"
slew_viol_final = 0

[worst_hold_path]
hp-class = "input port to output port"
[layout make-up]
class	instances	area (µm²)	share of cell area
multi-input cells	6468	74400	0.820
inverters	2617	9820	0.108
well taps	2838	3550	0.0391
diodes	6	15.0	0.000165
repair buffers	389	2940	0.0324
[cell families after synthesis]
group | after synthesis | share of synthesized area
buffers and inverters | 3226 | 0.140
xor gates and xnor gates | 69 | 0.00699
AOI/OAI and AO/OA | 345 | 0.0248
adders and majority gates | 3083 | 0.671
and+or+nand+nor | 2971 | 0.157
[cell usage in the layout (no fill, tap or decap), types with 6 or more instances in the layout]
master,count
a21o_1,37
a21oi_1,137
a31oi_1,6
and2_1,819
and3_1,12
and4_1,6
buf_2,99
buf_4,194
clkdlybuf4s50_1,93
clkinv_1,19
diode_2,6
fa_1,2599
ha_1,484
inv_1,2596
nand2_1,1783
nand2b_1,6
nand3_1,13
nand4_1,44
nor2_1,240
nor2b_1,6
nor3_1,18
o21a_1,8
o21ai_0,64
o21ai_1,8
o21bai_1,25
xnor2_1,44
xor2_1,25
[worst paths after layout]
| path | startpoint | endpoint | slack (ns) | depth (start not counted) |
|---|---|---|---|---|
| hold / removal | a[63] | result[63] | 9.28 | 3 |
| setup / recovery | b[29] | result[46] | 1.78 | 29 |
[synth_stat cells (3+ instances only)]
cell type / n / area [µm²]
buf_2: 3 / 15.0
buf_1: 8 / 30.0
xnor2_1: 44 / 385
clkinv_1: 19 / 71.3
nor4_1: 6 / 37.5
nand3_1: 13 / 65.1
a21boi_0: 5 / 37.5
nor4b_1: 3 / 26.3
o21ai_0: 64 / 320
nand2_1: 1783 / 6690
o21bai_1: 25 / 188
and3_1: 12 / 75.1
o221ai_1: 4 / 35.0
o21ai_1: 8 / 40.0
a31oi_1: 6 / 37.5
or3_1: 5 / 31.3
clkbuf_1: 598 / 2240
nor2b_1: 6 / 37.5
a21oi_1: 137 / 686
inv_1: 2596 / 9740
a21o_1: 37 / 278
fa_1: 2599 / 52000
nor3_1: 18 / 90.1
o31a_1: 5 / 43.8
nand4_1: 44 / 275
a211oi_1: 5 / 37.5
o211ai_1: 3 / 22.5
and2_1: 819 / 5120
ha_1: 484 / 6060
nand2b_1: 6 / 37.5
nor2_1: 240 / 901
o21a_1: 8 / 60.1
a221oi_1: 5 / 43.8
and4_1: 6 / 52.6
xor2_1: 25 / 219
[layer usage]
metal | part of all wire | global-route usage | vias up
li1 | - | - | 26600
met1 | 0.34 | 0.386 | 32300
met2 | 0.44 | 0.440 | 3891
met3 | 0.17 | 0.207 | 631
met4 | 0.047 | 0.103 | 40
met5 | 0.0019 | 0.0105 | -
[stage by stage]
stage / util / area, µm² / std cells / worst slack, ns / hold slack [ns]
floorplan: - / 86500 / 9694 / 4.87 / 8.39
global placement: 0.422 / 90700 / 12300 / 1.88 / 9.29
detailed placement: 0.422 / 90700 / 12300 / 1.85 / 9.29
CTS: 0.422 / 90700 / 12300 / 1.80 / 9.29
global route: 0.422 / 90700 / 12300 / 1.28 / 9.31
finish: 0.422 / 90700 / 12300 / 1.78 / 9.28
