==> design.v <==
module multiplier_fp_32bit (result,in_a ,in_b ) ;
parameter N=32 ;
   parameter Q=15 ;
inout [N-1:0]in_a ,in_b ;
   output reg [N-1:0] result;
   reg [2*N-1:0]      mult_a,mult_b ;
   reg [2*N-1:0]      mult ;
wire [2*N-1:0]mult_com;
   wire [2*N-1:0]      a_com,b_com;
   complement_2s c1(a_com,in_a[N-2:0]);
   complement_2s c2(b_com,in_b[N-2:0]);
   complement_2s c3(mult_com,mult[N-2+Q:Q]);
always@(in_a,in_b)
  begin
     mult_a=in_a[N-1] ? a_com : in_a ;
     mult_b=in_b[N-1] ? b_com : in_b ;
  end
always@(mult_a,mult_b)
  mult=mult_a*mult_b;
   always@(in_a,in_b)
begin   
  result[N-1]=in_a[N-1]^in_b[N-1] ;
  result[N-2:0]=result[N-1] ? mult_com[N-2:0] : mult[N-2+Q:Q];
   end
endmodule  
module complement_2s(out_2n,in_n_minus1);
   input [30:0]in_n_minus1;
   output  	[(2*32)-1:0]out_2n;
   reg [2*32-1:0] 	    data;
   always@(in_n_minus1)         data=in_n_minus1;
reg [2*32-1:0]flip;
   always@(data)
   begin
      flip=~data;
   end
   assign   out_2n=flip+1 ;
endmodule  
==> run.sh <==
#!/bin/bash
# OpenROAD 26Q1-2900-gdf79404cd8, Yosys 0.63+post, stock flow scripts
make -C /OpenROAD-flow-scripts/flow DESIGN_CONFIG=/design/flow/config.mk WORK_HOME=/design/flow/orfs finish
==> config.mk <==
export PLATFORM = sky130hd
export DESIGN_NAME = multiplier_fp_32bit
export DESIGN_NICKNAME = multiplier_fp_32bit
export VERILOG_FILES = /design/flow/design.v
export SDC_FILE = /design/flow/constraint.sdc
export NUM_CORES = 4
export LEC_CHECK = 1
export CORE_UTILIZATION = 30
==> constraint.sdc <==
current_design multiplier_fp_32bit

set clk_period 43.2
set clk_io_pct 0.2

create_clock -name clk0 -period $clk_period

set non_clock_inputs [all_inputs -no_clocks]
set_input_delay [expr $clk_period * $clk_io_pct] -clock clk0 $non_clock_inputs
set_output_delay [expr $clk_period * $clk_io_pct] -clock clk0 [all_outputs]
==> results.cfg <==
; physical design summary
[synthesis]
syn-cell-area_um2 = 34200
top_area_share_pct = 53.0
syn_area_per_cell_um2 = 8.55
ys_cells = 3997
synth_top_cell_by_area = fa_1
ys_area_um2 = 34200
area_leaders = fa_1, inv_1, ha_1, nand2_1, nor2_1
yosysWarnings = 2
synth_cell_types = 73
netlist_instances = 3997
ys_seq_share_pct = 0

[floorplan]
design.portCount = 96
die_w_um = 339
fp_util_pct = 30.3
die_h_um = 339
num_rows = 123

[clocking]
hold_buffers = 0
post_cts_buffers = 0
post_cts_resize_count = 0

[placed_design]
post-dp-hpwl_um = 99600
port_buffers = 32
place_congestion = 1.01
dp_cells = 5474

[grt]
grt_max_degree = 40

[status]
stop_error = [ERROR RSZ-0074] Failed to build tree from global routes for pin 'in_b[9]' and net 'in_b[9]' at grid (148350, 3450): found route to 8 pins, expected 7
haltStage = global routing
status = stopped before the end

[timing]
untimed_endpoints = 64
-- Yosys cell counts (4+ instances only) --
library cell / count
buf_2: 4
o31ai_2: 5
o21ai_1: 4
and2_1: 13
o21a_1: 11
or4_1: 8
o21ai_0: 43
mux2i_1: 7
xnor2_2: 5
fa_1: 904
a21oi_1: 48
xnor2_1: 158
inv_1: 1000
nand2b_1: 8
or2_2: 7
buf_6: 4
xor2_1: 76
or3_1: 18
a21boi_0: 4
o31ai_1: 23
nand3_1: 15
xnor3_1: 6
nor3_1: 19
nor2_1: 510
a21o_1: 15
nand4_1: 13
o41ai_2: 7
clkbuf_1: 159
ha_1: 202
a31oi_1: 12
o41ai_1: 10
o211ai_1: 9
and3_1: 4
nand2_1: 582
o21bai_1: 6
buf_1: 5
nor4_1: 11
-- logic make-up after synthesis --
group           share of synthesized area (%)
compound gates                           5.02
xor+xnor                                 6.86
fa+ha+maj                                60.4
buf+inv                                  13.0
mux                                     0.205
simple gates                             14.5
-- through the flow --
step           setup slack (ps)  util [%]  instance area (um2)
4_1_cts                   14080      32.7                36900
3_5_place_dp              14120      32.7                36900
2_1_floorplan             15420         -                34200
3_3_place_gp              14150      32.7                36900
